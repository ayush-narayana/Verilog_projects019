==> /design/flow/design.v <==
`timescale 1ns / 1ps
module decoder(input [3:0]data_in, output [15:0]data_out);
genvar i;
generate
    for(i=0;i<16;i=i+1)
    begin
    assign data_out[i]=(i==data_in)?1:0;
    end
endgenerate
endmodule
==> /design/flow/run.sh <==
#!/bin/bash
# OpenROAD 26Q1-2900-gdf79404cd8, Yosys 0.63+post, stock flow scripts
make -C /OpenROAD-flow-scripts/flow DESIGN_CONFIG=/design/flow/config.mk WORK_HOME=/design/flow/orfs finish
==> /design/flow/config.mk <==
export PLATFORM = sky130hd
export DESIGN_NAME = decoder
export DESIGN_NICKNAME = decoder
export VERILOG_FILES = /design/flow/design.v
export SDC_FILE = /design/flow/constraint.sdc
export NUM_CORES = 4
export LEC_CHECK = 1
export CORE_AREA = 10 10 70 70
export DIE_AREA = 0 0 80 80
==> /design/flow/constraint.sdc <==
current_design decoder

set clk_period 1.0
set clk_io_pct 0.2

create_clock -name clk0 -period $clk_period

set non_clock_inputs [all_inputs -no_clocks]
set_input_delay [expr $clk_period * $clk_io_pct] -clock clk0 $non_clock_inputs
set_output_delay [expr $clk_period * $clk_io_pct] -clock clk0 [all_outputs]
==> results.py <==
# Synthesis and PnR figures
metrics = {
    "run_status": {
        "run_status": "finished with violations",
        "violations": "setup timing",
    },
    "floorplan": {
        "die_y_microns": 80,
        "rows": 21,
        "die_x_microns": 80,
        "core_util_floorplan": 0.0810,
        "coreArea_sq_um": 3420,
        "chipArea_sq_um": 6400,
        "io_pins": 20,
    },
    "synthesis": {
        "synth.distinct_cells": 7,
        "top_cell": "and4bb_1",
        "synth_top_area_share": 0.344,
        "synth_area_leader_cell": "nor4b_4",
        "top_cells_by_count": "5 x and4bb_1, 4 x and4b_1, 4 x buf_6, 4 x nor4b_4",
        "yosysChipArea_sq_um": 277,
        "netlist_area_sq_um": 277,
        "syn_area_per_cell_sq_um": 13.8,
        "postSynthCellCount": 20,
        "yosysWarnings": 0,
        "ys_cells": 20,
        "synth_seq_share": 0,
        "area_leaders": "nor4b_4 34%, and4bb_1 23%, buf_6 16%",
    },
    "pwr": {
        "p_per_area_nw_per_um2": 340,
        "clkPwrFrac": 0,
        "power_switching_mw": 0.0772,
        "power_mw": 0.239,
        "peakVddDrop_mv": 0.147,
        "leakage_nw": 0.345,
        "power.internal_mw": 0.162,
        "swShare": 0.323,
        "p_seq_frac": 0,
        "combPwrFrac": 1.000,
    },
    "routing": {
        "ant_nets": 0,
        "via_count": 324,
        "drcViolationCount": 0,
        "antennaDiodeCount": 0,
        "drt_iter0_drc": 5,
        "via_per_inst": 3.31,
        "first_pass_iters": 2,
        "avgRoutedWirePerCell_microns": 12.0,
        "routed_wl_microns": 1180,
    },
    "final_timing": {
        "slew_headroom": 0.868,
        "min_period_over_period": 1.15,
        "fin_tns_setup_ns": -1.04,
        "finalSetupViolations": 9,
        "hold_viol_final": 0,
        "tightest_slew_ns": 0.197,
        "finalWorstSetupSlack_ns": -0.146,
        "max_freq_mhz": 873,
        "period_needed_ns": 1.15,
        "final_max_slew_viol_count": 0,
        "grt_setup_unrepaired": "yes",
    },
    "place": {
        "port_buffers": 20,
        "place_hpwl_microns": 781,
        "gp_congestion": 0.697,
    },
    "cells_and_area": {
        "seqCellArea_sq_um": 0,
        "drive_gt1_frac": 0.808,
        "nFillCells": 377,
        "logic_area_sq_um": 231,
        "syn2layout_area_growth_pct": 154,
        "ff_count": 0,
        "nClkBuffers": 0,
    },
    "critical_path": {
        "path_cells": "buf_8, buf_16, buf_4, nor4_2, buf_2",
        "crit_family": "buffers and inverters",
        "cp-end-kind": "output pin",
        "critical_path_buf_inv_count": 4,
        "crit_type": "input pin to output pin",
        "max_stage_delay_ns": 0.24,
        "arrival_ns": 0.95,
        "cp.required_ns": 0.80,
        "critPathLaunch": "data_in[1]",
        "cpMaxStageDelayCell": "nor4_2",
        "startpoint_type": "input pin",
        "crit_fanout": 3,
    },
    "global_route": {
        "grtUsageTotal": 0.0374,
        "grt_pass1_wl_microns": 1960,
        "overflow": 0,
        "grt_pass1_vias": 341,
        "grt_max_degree": 9,
        "antenna_found_initial": 0,
    },
    "flow_run": {
        "maxCapViolCount": 0,
        "warnings": 34,
    },
    "hold_path": {
        "min_from": "data_in[3]",
        "holdCritPathClass": "input pin to output pin",
    },
}
-- layout by cell type (no fill, tap or decap), drive strengths merged --
master,instances
buf,35
and4bb,6
nor4b,4
and4b,4
nor4,1
and4,1
clkbuf,1
-- cell families after synthesis --
| family | count (synthesis) | share of synthesized area |
|---|---|---|
| AND/OR/NAND/NOR | 16 | 0.837 |
| buffers and inverters | 4 | 0.163 |
-- final cells by class --
| type | count | share of cell area |
|---|---|---|
| Multi-Input combinational cell | 16 | 0.330 |
| Tap cell | 46 | 0.0820 |
| Timing Repair Buffer | 36 | 0.588 |
-- metrics by stage --
stage | instances | hold slack (ns) | worst slack [ns] | utilization | cell area [sq um]
finish | 98 | 0.743 | -0.146 | 0.205 | 702
CTS | 97 | 0.765 | -0.170 | 0.204 | 696
global placement | 88 | 1.49 | -0.833 | 0.171 | 584
detailed placement | 88 | 1.49 | -0.823 | 0.171 | 584
global route | 98 | 0.768 | -0.205 | 0.205 | 702
floorplan | 20 | 0.534 | 0.255 | - | 277
-- worst paths after layout --
check	endpoint	cells after the start
worst max-delay path	data_out[0]	5
worst min-delay path	data_out[0]	4
-- metal layers --
metal / vias to the layer above / track usage / wire length [microns] / part of all wire
met1: 148 / 0.0560 / 583 / 0.50
met4: 0 / 0 / 0 / 0
met5: - / 0 / 0 / 0
li1: 160 / - / - / -
met2: 16 / 0.0514 / 470 / 0.40
met3: 0 / 0.0148 / 121 / 0.10
-- power groups by stage --
stage                 Sequential (mW)  Clock, mW  Combinational [mW]
after CTS                           0          0               0.236
after global routing                0          0               0.255
final                               0          0               0.239
-- repair_timing --
action	CTS	global route
hold buffers	0	0
setup endpoints to repair	16	13
pin swaps	11	9
setup buffers	6	2
cloned	3	0
gates resized	85	5
Power is estimated from default activity; no workload was simulated.
