==> ./design.v <==
`timescale 1ns / 1ps
module BCD_adder (input [7:0] a,input [7:0] b, output reg [7:0] out, output reg carry);   
    reg [3:0] s0, s1;
    reg co1,co2;
    reg [4:0] temp0,temp1;
    always @(*) begin
        temp0 = a[3:0] + b[3:0];
        if (temp0 > 9) begin
            s0 = temp0 + 4'b0110;
            co1 = 1;
        end else begin
            s0 = temp0;
            co1 = 0;
        end
        temp1 = a[7:4] + b[7:4] + co1;
        if (temp1 > 9) begin
            s1 = temp1 + 4'b0110;
            co2 = 1;
        end else begin
            s1 = temp1;
            co2 = 0;
        end
        out = {s0[3:0], s1[3:0]};
        carry = co2;
    end
endmodule
==> ./run.sh <==
#!/bin/bash
# OpenROAD 26Q1-2900-gdf79404cd8, Yosys 0.63+post, stock flow scripts
make -C /OpenROAD-flow-scripts/flow DESIGN_CONFIG=/design/flow/config.mk WORK_HOME=/design/flow/orfs finish
==> ./config.mk <==
export PLATFORM = sky130hd
export DESIGN_NAME = BCD_adder
export DESIGN_NICKNAME = BCD_adder
export VERILOG_FILES = /design/flow/design.v
export SDC_FILE = /design/flow/constraint.sdc
export NUM_CORES = 4
export LEC_CHECK = 1
export CORE_AREA = 10 10 70 70
export DIE_AREA = 0 0 80 80
==> ./constraint.sdc <==
current_design BCD_adder

set clk_period 6.1
set clk_io_pct 0.2

create_clock -name clk0 -period $clk_period

set non_clock_inputs [all_inputs -no_clocks]
set_input_delay [expr $clk_period * $clk_io_pct] -clock clk0 $non_clock_inputs
set_output_delay [expr $clk_period * $clk_io_pct] -clock clk0 [all_outputs]
==> impl_metrics.py <==
# Auto-generated metrics
metrics = {
    "status": {
        "run_status": "finished clean",
    },
    "floorplan": {
        "placeableCoreArea_um2": 3420,
        "initCoreUtil_pct": 13.7,
        "die.size.y_um": 80,
        "io_pins": 25,
        "chipWidth_um": 80,
        "floorplan.die_area_um2": 6400,
        "placementRows": 21,
    },
    "routing": {
        "total_wirelength_um": 1570,
        "ant_nets": 0,
        "vias": 583,
        "detailed_routing_iterations_pass_1": 4,
        "diodes": 0,
        "routedWlPerCell_um": 10.5,
        "drt_drc_violations_left": 0,
        "detailedRoute.firstIterationViolations": 10,
        "post_drt_via_cell_ratio": 3.89,
    },
    "global_route": {
        "track_usage_pct": 4.48,
        "grt_max_degree": 6,
        "vias_in_the_first_global_route": 597,
        "antenna_found_initial": 0,
        "globalRouteOverflowTotal": 0,
        "wire_length_of_the_first_global_routing_pass_um": 2500,
    },
    "power_and_ir_drop": {
        "cellLeakagePower_nw": 0.495,
        "ir_worst_vdd_mv": 0.0527,
        "power_density_nw_per_um2": 174,
    },
    "flow_run": {
        "total_number_of_warnings_across_the_stage_logs": 33,
        "cap_viol_max_count": 0,
    },
    "cells_and_area": {
        "drive_above_1_share_pct": 51.0,
        "layout.sequential_cells": 0,
        "final_area_um2": 1040,
        "combGateArea_um2": 547,
        "area.sequential_um2": 0,
        "flow.area_growth_from_synthesis_pct": 122,
        "fillCellCount": 344,
        "most_instantiated_logic_cell_after_routing": "sky130_fd_sc_hd__buf_4",
        "fin_cells": 150,
        "clkbuf_count": 0,
        "most_frequent_cells_in_the_layout": "21 x sky130_fd_sc_hd__buf_4, 15 x sky130_fd_sc_hd__clkdlybuf4s50_1, 6 x sky130_fd_sc_hd__inv_2, 6 x sky130_fd_sc_hd__inv_1, 6 x sky130_fd_sc_hd__ha_1",
    },
    "sta": {
        "min_period_over_period_pct": 97.1,
        "finalHoldWorstSlack_ns": 3.15,
        "hold_viol_final": 0,
        "slew_headroom_pct": 69.5,
        "setup_violations": 0,
        "timing.final.max_slew_violations": 0,
        "period_needed_ns": 5.93,
        "clock.fmax_ghz": 0.169,
        "finalSetupTns_ns": 0,
        "max_slew.worst_pin.slew_ns": 0.453,
    },
    "yosys": {
        "yosysSeqAreaShare_pct": 0,
        "synth_area_leader_cell": "sky130_fd_sc_hd__ha_1",
        "yosysUniqueCellTypes": 23,
        "yosys-stat-cells": 57,
        "yosys_area_um2": 469,
        "synthDominantCellAreaShare_pct": 26.7,
        "synthesis.area_per_instance_um2": 8.23,
        "ys_warn_count": 1,
        "syn-instance-count": 57,
        "syn-cell-area_um2": 469,
        "netlist_top_cells_area": "sky130_fd_sc_hd__ha_1 27%, sky130_fd_sc_hd__fa_1 13%, sky130_fd_sc_hd__inv_1 9.6%, sky130_fd_sc_hd__mux2i_1 6.4%, sky130_fd_sc_hd__xnor2_1 5.6%",
    },
    "place": {
        "port_buffers": 25,
        "gp_routability_congestion": 0.760,
        "placed_cells": 142,
        "place_hpwl_um": 1200,
        "placed_cell_areas_um2": 882,
    },
    "worst_setup_path": {
        "worstPathCellList": "buf_2, ha_4, inv_2, fa_2, xor2_4, ha_2, nand2_1, a32o_2, o311ai_4, inv_2, fa_2, inv_2, fa_2, inv_2, ha_4, a31o_1, o31a_1, buf_4, mux2i_2, buf_2",
        "crit_type": "in2out",
        "worst_ep_required_time_ns": 4.88,
        "critical_path_buf_inv_count": 7,
        "critical_path_peak_fanout": 5,
        "timing.critical_path.slowest_stage_cell": "sky130_fd_sc_hd__fa_2",
        "slowest_delay_ns": 0.44,
        "worst_setup_path_start_kind": "input pin",
        "path_common_cell": "sky130_fd_sc_hd__inv_2",
        "cp.arrival_ns": 4.71,
        "timing.critical_path.max_delay_family": "adder cells",
        "worstSetupEndpointType": "output pin",
        "critical_path.startpoint": "b[0]",
    },
    "worst_hold_path": {
        "hold_path_startpoint": "a[0]",
        "min_path_type": "in2out",
    },
}
## layout make-up
class / count / area share [%]
Multi-Input combinational cell: 45 / 52.5
Inverter: 12 / 4.33
Timing Repair Buffer: 47 / 37.6
Tap cell: 46 / 5.53
## cells in the mapped netlist, drive strengths merged
cell type,instances
nor2b,1
inv,12
a21o,2
or2,3
a31o,1
o31a,1
xnor2,3
a32o,1
and3b,1
a21boi,1
a21oi,5
nand3b,1
o21ai,1
mux2i,3
o311ai,1
xor2,1
a31oi,1
nand2,1
nand3,1
fa,3
and3,2
a2111oi,1
ha,10
## timing repair
action,in CTS,in global routing
hold buffers,0,0
endpoints found under the hold margin,0,0
gates cloned,0,0
setup buffers,7,1
gates resized,39,11
pin swaps,15,10
setup endpoints to repair,4,4
## metrics by stage
stage	setup slack [ns]	total power, mW	utilization, %
after global placement	-0.732	0.139	25.8
after detailed placement	-0.755	0.140	25.8
final	0.174	0.181	30.5
after global routing	-0.00765	0.199	30.5
after floorplan	0.398	0.0566	-
after CTS	0.00764	0.170	29.6
## power breakdown
part	leakage, nW	switching, mW	total (mW)	internal (mW)
Combinational	0.495	0.0657	0.181	0.115
Clock	0	0	0	0
Sequential	0	0	0	0
Total	0.495	0.0657	0.181	0.115
## routing by layer
metal	vias up	global-route usage, %	routed length [um]
li1	296	-	-
met1	264	6.03	820
met3	0	1.59	149
met2	23	7.14	600
met4	0	0	0
met5	-	0	0
## path summary, 6_finish.rpt
check | end | slack [ns] | depth (start not counted)
setup / recovery | out[2] | 0.17 | 20
hold / removal | out[4] | 3.15 | 3
## logic make-up after synthesis
family	share of synthesized area (%)
buffers and inverters	9.60
AND/OR/NAND/NOR	13.3
adder cells (fa/ha/maj)	39.5
AND-OR/OR-AND	23.7
multiplexers	6.40
XOR/XNOR	7.47
Power figures rest on the tool's default switching activity, not on a simulated workload.
