File: design/flow/config.mk
export PLATFORM = sky130hd
export DESIGN_NAME = Double_Dabbler
export DESIGN_NICKNAME = Double_Dabbler
export VERILOG_FILES = /design/flow/design.v
export SDC_FILE = /design/flow/constraint.sdc
export NUM_CORES = 4
export LEC_CHECK = 1
export CORE_AREA = 10 10 70 70
export DIE_AREA = 0 0 80 80
File: design/flow/constraint.sdc
current_design Double_Dabbler

set clk_period 8.3
set clk_io_pct 0.2

create_clock -name clk0 -period $clk_period

set non_clock_inputs [all_inputs -no_clocks]
set_input_delay [expr $clk_period * $clk_io_pct] -clock clk0 $non_clock_inputs
set_output_delay [expr $clk_period * $clk_io_pct] -clock clk0 [all_outputs]
File: design/flow/design.v
`timescale 1ns / 1ps
module Double_Dabbler(input [7:0]bin, output reg [11:0]bcd);
reg [19:0]temp;
integer i;
always@(bin) begin
temp[19:0]= 20'd0;
temp[7:0] = bin[7:0];
    for(i=0; i<8; i=i+1) begin
         if(temp[15:12]>4) begin
         temp[15:12] = temp[15:12]+4'b0011; end
         if(temp[11:8]>4) begin
         temp[11:8] = temp[11:8]+4'b0011; end
         temp[19:0] = temp[19:0]<<1;
    end
    bcd[11:0] = temp[19:8];
    end
endmodule
File: design/flow/run.sh
#!/bin/bash
# OpenROAD 26Q1-2900-gdf79404cd8, Yosys 0.63+post, stock flow scripts
make -C /OpenROAD-flow-scripts/flow DESIGN_CONFIG=/design/flow/config.mk WORK_HOME=/design/flow/orfs finish
==> results.py <==
# Generated from Yosys and OpenROAD reports
metrics = {
    "worst_setup_path": {
        "cp_num_buf_inv": 4,
        "path_class": "in2out",
        "critPathLaunchType": "input pin",
        "worstPathCellList": "clkdlybuf4s50_1, inv_1, ha_1, ha_1, and2b_1, maj3_1, o211ai_1, a32o_2, ha_1, inv_1, a221oi_4, xnor2_1, ha_1, o21ai_2, mux2i_1, clkdlybuf4s50_1",
        "cp_top_family": "adder cells",
        "slowest_delay_ns": 0.51,
        "cp-end-kind": "output port",
        "crit_path_top_delay_cell": "clkdlybuf4s50_1",
        "path_max_fanout": 17,
        "required_ns": 6.64,
        "path_common_cell": "ha_1",
        "crit_arrival_ns": 5.98,
    },
    "cts": {
        "postCtsSetupBuffers": 0,
        "cts_hold_buf": 0,
        "cts_resized": 0,
    },
    "placed_design": {
        "pre_cts_ws_ns": 0.656,
        "port_buffers": 16,
        "gp_congestion": 0.894,
        "hpwl_um": 1800,
    },
    "job": {
        "openroad.warnings": 38,
        "max_cap_violations": 0,
    },
    "logic_synthesis": {
        "top_cell_area_share_pct": 12.2,
        "top_cells_by_area": "ha_1 (12%), a21oi_1 (4.9%), nand2_1 (4.4%), nand2b_1 (4.3%), xnor2_1 (4.3%)",
        "synth_seq_share_pct": 0,
        "yosysChipArea_mm2": 0.00102,
        "syn_area_mm2": 0.00102,
        "synthCells": 143,
        "ys_cells": 143,
        "synth_cell_types": 54,
        "ys_warn_count": 1,
        "yosys.area.top_type": "ha_1",
        "syn_area_per_cell_um2": 7.15,
    },
    "floorplanning": {
        "chip_area_mm2": 0.00640,
        "row_count": 21,
        "io_pins": 20,
        "coreArea_mm2": 0.00342,
        "fp_util_pct": 29.9,
        "die_h_um": 80,
        "fp.dieW_um": 80,
    },
    "route": {
        "antenna_cells": 0,
        "vias": 990,
        "viasPerCell": 5.08,
        "wl_um": 2250,
        "drtIter0Drc": 45,
        "ant_nets": 0,
        "dr.pass1.iters": 4,
        "drc": 0,
        "wl_per_cell_um": 11.6,
    },
    "power": {
        "ir_worst_vdd_v": 0.0000173,
        "power_density_mw_per_mm2": 93.0,
        "p_leak_nw": 0.481,
    },
    "layout": {
        "regArea_um2": 0,
        "seq_cell_count": 0,
        "drive_gt1_share_pct": 11.4,
        "syn2layout_area_growth_pct": 15.1,
        "clock_buffer_count": 0,
    },
    "sta": {
        "max_clock_freq_mhz": 131,
        "period_needed_ns": 7.64,
        "final_max_slew_viol_count": 0,
        "setup_viol": 0,
        "worst_pin_slew_ns": 0.703,
        "hold_ws_ns": 3.32,
        "finalHoldViolations": 0,
        "fin_setup_tns_ns": 0,
        "max_slew_margin_pct": 53.0,
        "timing.final.crit_share_pct": 92.1,
        "rsz0062_at_grt": "no",
        "setup_ws_ns": 0.659,
    },
    "run_status": {
        "status": "finished clean",
    },
    "grt": {
        "gr-total-overflow": 0,
        "grt.total_usage_pct": 7.40,
        "antenna_found_initial": 0,
        "grt_max_degree": 20,
        "grt_pass1_wl_um": 4230,
        "grt_pass1_vias": 936,
    },
    "hold_path": {
        "hp-class": "in2out",
    },
}
## power by group
group / leakage, nW / total [mW] / internal (mW) / switching, mW
logic: 0.481 / 0.109 / 0.0591 / 0.0503
clock network: 0 / 0 / 0 / 0
registers: 0 / 0 / 0 / 0
total: 0.481 / 0.109 / 0.0591 / 0.0503
## layout by cell type (no fill, tap or decap), drive strengths merged, types with 3 or more instances in the layout
| cell type | n |
|---|---|
| nand2 | 12 |
| ha | 10 |
| o21ai | 7 |
| nand2b | 7 |
| buf | 3 |
| xnor2 | 5 |
| nor3 | 6 |
| inv | 10 |
| nor2 | 8 |
| mux2 | 3 |
| o211ai | 3 |
| o221ai | 3 |
| nand3 | 4 |
| clkdlybuf4s50 | 16 |
| a21oi | 10 |
| mux2i | 4 |
| xor2 | 5 |
## metrics by stage
step | power (mW) | util (%) | cells | area, um2
3_3_place_gp | 0.110 | 34.4 | 195 | 1180
5_1_grt | 0.124 | 34.4 | 195 | 1180
6_report | 0.109 | 34.4 | 195 | 1180
3_5_place_dp | 0.111 | 34.4 | 195 | 1180
2_1_floorplan | 0.0724 | - | 144 | 1030
4_1_cts | 0.112 | 34.4 | 195 | 1180
## kinds of logic (layout without fill, tap and decap cells)
kind of cell,Yosys count,in the layout,share of synthesized area [%]
AOI/OAI and AO/OA,44,44,34.2
xor gates and xnor gates,10,10,9.30
adders and majority gates,11,11,13.2
buffers and inverters,24,29,12.5
muxes,7,7,7.59
other,1,2,0.367
and+or+nand+nor,46,46,22.9
## synth_stat cells (3+ instances only)
library cell	n
xnor2_1	5
buf_2	6
ha_1	10
mux2i_1	3
nor3_1	5
a21oi_1	10
nand2_1	12
nor2_1	8
nand2b_1	7
nand3_1	4
o211ai_1	3
xor2_1	4
buf_4	4
o21ai_0	5
inv_1	9
## per-layer routing
metal / track usage, % / part of all wire (%) / wire [um] / vias to the layer above
met5: 0 / 0 / 0 / -
met2: 12.7 / 48 / 1080 / 11
met1: 10.6 / 49 / 1110 / 456
li1: - / - / - / 523
met4: 0 / 0 / 0 / 0
met3: 0.227 / 3.0 / 68 / 0
## final cells by class
cell class	instances	area (um2)
fillers	370	2240
multi-input cells	120	898
well taps	46	57.6
inverters	10	37.5
repair buffers	19	183
## final timing paths
check	start	to	cells after the start
worst max-delay path	bin[6]	bcd[2]	16
worst min-delay path	bin[0]	bcd[0]	0
No activity file was given, so power comes from the tool's default toggle rates.
